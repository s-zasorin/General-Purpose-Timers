==> flow/run.sh <==
#!/bin/bash
# OpenROAD 26Q1-2900-gdf79404cd8, Yosys 0.63+post, stock flow scripts
make -C /OpenROAD-flow-scripts/flow DESIGN_CONFIG=/design/flow/config.mk WORK_HOME=/design/flow/orfs finish
==> flow/config.mk <==
export PLATFORM = sky130hd
export DESIGN_NAME = prescaler
export DESIGN_NICKNAME = prescaler
export VERILOG_FILES = /design/flow/design.v
export SDC_FILE = /design/flow/constraint.sdc
export NUM_CORES = 4
export LEC_CHECK = 1
export CORE_AREA = 10 10 102 102
export DIE_AREA = 0 0 112 112
==> flow/constraint.sdc <==
current_design prescaler

set clk_period 4.8
set clk_io_pct 0.2

create_clock -name clk0 -period $clk_period [get_ports {clk_i}]

set non_clock_inputs [all_inputs -no_clocks]
set_input_delay [expr $clk_period * $clk_io_pct] -clock clk0 $non_clock_inputs
set_output_delay [expr $clk_period * $clk_io_pct] -clock clk0 [all_outputs]
==> flow/design.v <==
interface axi4lite_intf #(
  parameter ADDR_WIDTH = 32,
  parameter DATA_WIDTH = 32,
  parameter RESP_WIDTH = 1
);
localparam STRB_WIDTH = (DATA_WIDTH + 7) / 8;
logic [ ADDR_WIDTH-1:0 ]  ARADDR;
logic                     ARVALID;
logic                     ARREADY;
logic [ DATA_WIDTH-1:0 ]  RDATA;
logic [ RESP_WIDTH-1:0 ]  RRESP;
logic                     RVALID;
logic                     RREADY;
logic [ ADDR_WIDTH-1:0 ]  AWADDR;
logic                     AWVALID;
logic                     AWREADY;
logic [ DATA_WIDTH-1:0 ]  WDATA;
logic [ STRB_WIDTH-1:0 ]  WSTRB;
logic                     WVALID;
logic                     WREADY;
logic [ RESP_WIDTH-1:0 ]  BRESP;
logic                     BVALID;
logic                     BREADY;
modport slave (
  input ARADDR, ARVALID,       output ARREADY,
  input RREADY,                output RDATA, RRESP, RVALID,
  input AWADDR, AWVALID,       output AWREADY,
  input WDATA, WSTRB, WVALID,  output WREADY,
  input BREADY,                output BRESP, BVALID
);
endinterface
module prescaler #(parameter PSC_WIDTH = 16) (
  input  logic                   clk_i    ,
  input  logic                   aresetn_i,
  input  logic                   uev_i    ,
  input  logic [PSC_WIDTH - 1:0] psc_i    ,
  output logic                   clk_o
);
  logic [PSC_WIDTH - 1:0] psc_shadow_reg;
  logic [PSC_WIDTH - 1:0] cnt;
  always_ff @(posedge clk_i or negedge aresetn_i)
    if (~aresetn_i)
      psc_shadow_reg <= {PSC_WIDTH{1'b0}};
    else if (uev_i)
      psc_shadow_reg <= psc_i            ;
  always_ff @(posedge clk_i or negedge aresetn_i)
    if (~aresetn_i)
      cnt <= {PSC_WIDTH{1'b0}};
    else if (cnt == psc_shadow_reg)
      cnt <= {PSC_WIDTH{1'b0}};
    else
      cnt <= cnt + 'b1;
  assign clk_o = (cnt == psc_shadow_reg);
endmodule
==> flow_metrics.rpt <==
=== SYNTHESIS / PLACE & ROUTE SUMMARY ===
----------------------------------------------------
[Global routing]
  Global-route wire length before repair ........................ around 5200 µm
  Global routing usage on met1 ........................ 6.07%
  GRT met3 Usage ........................ 1.36%
  Via count of the first global-routing pass ........................ 1101
  Global route hottest layer ........................ met2
  Antenna violations before repair ........................ 0
  Fraction of met2 tracks used by global routing ........................ 7.89%
  Pin count of the biggest net entering global routing ........................ 33
  Overall fraction of global-route tracks in use ........................ 4.82%
  GRT Residual Overflow ........................ 0

[Synthesis]
  Post-synthesis sequential area ratio ........................ 52.1%
  Post-synthesis share of cell area spent on and, or, nand and nor gates ........................ 15.1%
  Leading post-synthesis cells by cell area ........................ dfrtp_1 (52%), xnor2_1 (15%), mux2_2 (12%), nor2_1 (3.9%), nand4_1 (3.7%)
  Post-synthesis area per instance ........................ 11.6 µm²
  Adder Area Share ........................ 0.814%
  Synthesized chip area reported by yosys ........................ 1540 µm²
  Multiplexer area fraction after synthesis ........................ a little under an eighth
  Warnings from Yosys ........................ 1
  Distinct lib cells used ........................ 19
  Post-synthesis sequential element count ........................ 32
  Top cell type by total area after synthesis ........................ dfrtp_1
  Post-Synthesis Cells ........................ 132
  Number of cells in the yosys synthesis report ........................ 132
  Main logic family after synthesis ........................ XOR/XNOR gates
  Fraction of post-synthesis cell area in the top cell type by area ........................ 52.1%
  Area of the mapped netlist ........................ 1540 µm²
  Parity-gate share of the synthesized area counting xor and xnor cells ........................ between 10% and 20%
  Share of synthesized cell area in and-or and or-and compound cells ........................ 0%

[CTS]
  Maximum clock path buffer count ........................ 2
  Clock transition time at the flip-flop clock pins of the worst setup and hold paths ........................ 0.07 ns
  CTS tree ........................ yes
  Root Driver ........................ clkbuf_8
  Setup bufs post-CTS ........................ 0
  Clk ins delay skew pair ........................ 0.28 ns
  CTS hold repair buffers ........................ 0
  Cts bufs inserted ........................ 5
  CTS-repair resized insts ........................ 0
  Count of clock tree sinks ........................ 32
  CTS H-Tree Depth ........................ 2

[Placement]
  Placed cell area ........................ between 1500 and 2000 µm²
  Final HPWL from detailed placement ........................ 2270 µm
  I/O Buffers ........................ 19
  GPL Wtd Cong ........................ 0.829
  Pre-CTS WS ........................ 2.17 ns

[Worst setup path]
  Crit path largest cell delay ........................ around 0.54 ns
  Max FO, Critical Path ........................ 3
  Critical R2R Launch ........................ cnt[8]$_DFF_PN0_
  FF-to-FF End ........................ cnt[14]$_DFF_PN0_
  Worst Setup Path Type ........................ register to output port
  CP Launch Type ........................ register
  R2R Setup Slk ........................ 3.22 ns
  Required time of the critical path ........................ 3.84 ns
  Critical-path top delay cell ........................ clkdlybuf4s50_1
  Capturing element type of the critical path ........................ output port
  Length in cells of the worst reg-to-reg path ........................ 5
  Top Family by Delay on Critical Path ........................ simple AND/OR/NAND/NOR gates
  CP Cell Sequence ........................ xnor2_1 > nand4_1 > nor4_4 > clkdlybuf4s50_1
  Count of buffering cells on the critical path with inverters included ........................ 1
  Arrival @ worst endpoint ........................ 1.96 ns

[Run]
  OpenROAD warning count ........................ 25
  Count of max-cap constraint violations ........................ 0

[STA]
  Final critical-path required period ........................ 2.92 ns
  Final setup viols ........................ 0
  Worst Max-Slew Pin Slew ........................ 0.739 ns
  Number of endpoints with negative hold slack in the final report ........................ 0
  Setup slack after layout ........................ 1.88 ns
  Final worst hold slack ........................ 0.522 ns
  Fmax ........................ 343 MHz
  Slew headroom ........................ 50.6%
  Final clock skew ........................ ~0.0041 ns
  Crit share post-route ........................ around three fifths
  RSZ-0062 raised after global routing ........................ no
  Setup TNS after final layout ........................ 0 ns
  Final Max-Slew Violation Tally ........................ 0

[Floorplanning]
  Placeable core region ........................ 8220 µm²
  Number of rows in the core area ........................ 33
  Die span in y ........................ 112 µm
  Overall die width ........................ about 110 µm
  DIE AREA ........................ 12500 µm²
  Number of placed I/O pins ........................ 20
  FP Core Util ........................ 18.7%

[Worst hold path]
  Hold Path End ........................ cnt[0]$_DFF_PN0_
  Hold WC Path Type ........................ register to register
  HP Start ........................ cnt[0]$_DFF_PN0_
  Number of stages on the worst hold path ........................ 1

[Final layout]
  Top library cells by usage in the layout, fill and taps aside ........................ dfrtp_1 (32), xnor2_1 (26), clkdlybuf4s50_1 (19)
  Synth-to-Final Area Change ........................ 25.4%
  Area of all placed cells without fillers ........................ 1930 µm²
  Total of fill cells in the finished design ........................ 850
  Fraction of final layout cells sized beyond drive strength 1 ........................ 16.9%
  Most frequent logic cell in the layout ........................ dfrtp_1

[Drt]
  Antenna cell count ........................ 0
  Count of TritonRoute iterations in the first routing pass ........................ 4
  Routed length per placed instance ........................ 11.4 µm
  Post-Route WL ........................ 2960 µm
  Number of remaining DRC errors ........................ 0
  Vias/cell ........................ 3.89
  Count of antenna-violating nets left after detailed routing ........................ 0
  Total number of vias ........................ 1007
  First DRT Iteration DRCs ........................ 50

[Pwr]
  Reported leakage power ........................ 0.726 nW
  Peak supply drop ........................ 0.0000993 V
  Pwr/cell area ........................ 363 nW/µm²

[Status]
  Status ........................ finished, final reports clean

----------------------------------------------------
## how the worst max path moves through the flow
stage / depth (start not counted) / slack [ns] / startpoint / endpoint
4_1_cts: 4 / 1.85 / cnt[8]$_DFF_PN0_ / clk_o
5_1_grt: 4 / 1.80 / cnt[8]$_DFF_PN0_ / clk_o
6_report: 4 / 1.88 / cnt[8]$_DFF_PN0_ / clk_o
## Yosys cell counts
cell type and instances:
nor2b_1 1, nor2_1 16, xnor2_1 26, clkbuf_1 1, nand3_1 4, and4_1 1, buf_6 1, nand4_1 9
mux2_2 16, nor4_4 1, clkbuf_2 1, nor4_1 4, nor3_1 4, inv_1 2, xor2_1 4, buf_2 4
nand2_1 4, dfrtp_1 32, ha_1 1
## where the power goes
part	switching, W	total, W	internal, W	leakage (nW)
Sequential	0.0000585	0.000368	0.000310	0.400
Clock	0.0000951	0.000211	0.000116	0.0445
Combinational	0.0000475	0.000119	0.0000718	0.282
## layout make-up
cell class              instances  area [µm²]  share of cell area (%)
flip-flops and latches         32         801                    41.6
multi-input cells              91         688                    35.7
repair buffers                 21         205                    10.6
well taps                     105         131                    6.82
clock buffers                   7        86.3                    4.48
clock inverters                 1        7.51                   0.390
inverters                       2        7.51                   0.390
## metrics by stage
stage          power (W)  util, %  cells
2_1_floorplan   0.000458        -    132
3_3_place_gp    0.000492     22.3    251
3_5_place_dp    0.000494     22.3    251
4_1_cts         0.000710     23.5    259
5_1_grt         0.000746     23.5    259
6_report        0.000699     23.5    259
## cells by family (layout without fill, tap and decap cells)
group | Yosys count | in the layout
simple gates | 44 | 44
flops | 32 | 32
xor+xnor | 30 | 30
mux | 16 | 16
buf+inv | 9 | 31
fa+ha+maj | 1 | 1
## layer usage
metal	up-vias	share of wire, %
met5	-	0
met4	0	3.5
met3	8	4.2
met2	18	49
met1	490	43
li1	491	-
Power and IR drop assume default switching activity.
