===== ./run.sh =====
#!/bin/bash
# OpenROAD 26Q1-2900-gdf79404cd8, Yosys 0.63+post, stock flow scripts
make -C /OpenROAD-flow-scripts/flow DESIGN_CONFIG=/design/flow/config.mk WORK_HOME=/design/flow/orfs finish

===== ./config.mk =====
export PLATFORM = sky130hd
export DESIGN_NAME = time_base_unit
export DESIGN_NICKNAME = time_base_unit
export VERILOG_FILES = /design/flow/design.v
export SDC_FILE = /design/flow/constraint.sdc
export NUM_CORES = 4
export LEC_CHECK = 1
export CORE_UTILIZATION = 40

===== ./constraint.sdc =====
current_design time_base_unit

set clk_period 7.7
set clk_io_pct 0.2

create_clock -name clk0 -period $clk_period [get_ports {clk_i}]

set non_clock_inputs [all_inputs -no_clocks]
set_input_delay [expr $clk_period * $clk_io_pct] -clock clk0 $non_clock_inputs
set_output_delay [expr $clk_period * $clk_io_pct] -clock clk0 [all_outputs]

===== ./design.v =====
interface axi4lite_intf #(
  parameter ADDR_WIDTH = 32,
  parameter DATA_WIDTH = 32,
  parameter RESP_WIDTH = 1
);
localparam STRB_WIDTH = (DATA_WIDTH + 7) / 8;
logic [ ADDR_WIDTH-1:0 ]  ARADDR;
logic                     ARVALID;
logic                     ARREADY;
logic [ DATA_WIDTH-1:0 ]  RDATA;
logic [ RESP_WIDTH-1:0 ]  RRESP;
logic                     RVALID;
logic                     RREADY;
logic [ ADDR_WIDTH-1:0 ]  AWADDR;
logic                     AWVALID;
logic                     AWREADY;
logic [ DATA_WIDTH-1:0 ]  WDATA;
logic [ STRB_WIDTH-1:0 ]  WSTRB;
logic                     WVALID;
logic                     WREADY;
logic [ RESP_WIDTH-1:0 ]  BRESP;
logic                     BVALID;
logic                     BREADY;
modport slave (
  input ARADDR, ARVALID,       output ARREADY,
  input RREADY,                output RDATA, RRESP, RVALID,
  input AWADDR, AWVALID,       output AWREADY,
  input WDATA, WSTRB, WVALID,  output WREADY,
  input BREADY,                output BRESP, BVALID
);
endinterface
module time_base_unit # (parameter CNT_WIDTH = 32,
                        parameter ARR_WIDTH = 32,
                        parameter PSC_WIDTH = 16) (
  input  logic                   clk_i      ,    
  input  logic                   aresetn_i  ,    
  input  logic [CNT_WIDTH - 1:0] cnt_i      ,    
  input  logic                   cen_i      ,    
  input  logic [ARR_WIDTH - 1:0] arr_i      ,    
  input  logic [PSC_WIDTH - 1:0] psc_i      ,    
  input  logic                   dir_i      ,    
  input  logic                   sm_reset_i ,    
  input  logic                   sm_gate_i  ,    
  input  logic                   sm_trig_i  ,    
  input  logic                   apre_i     ,    
  input  logic [1:0]             cms_i      ,    
  input  logic                   udis_i     ,    
  input  logic                   ug_i       ,    
  input  logic                   opm_i      ,    
  output logic                   uif_o     ,
  output logic                   tif_o     ,
  output logic                   cnt_en_o  ,
  output logic                   uev_o     ,
  output logic [CNT_WIDTH - 1:0] cnt_o
);
  logic [CNT_WIDTH - 1:0] cnt_ff            ;
  logic [CNT_WIDTH - 1:0] cnt_next          ;
  logic [ARR_WIDTH - 1:0] arr_shadow_reg    ;
  logic [ARR_WIDTH - 1:0] arr_compare_reg   ;
  logic [PSC_WIDTH - 1:0] psc_shadow_reg    ;
  logic                   enable_preload_arr;
  logic                   overflow          ;
  logic                   underflow         ;
  logic                   cnt_en_ff         ;
  enum logic [2:0] {
    IDLE     = 3'b000,
    STOP     = 3'b001,
    CNT_UP   = 3'b010,
    CNT_DOWN = 3'b011,
    RESET    = 3'b100
  } state_ff, next;
  always_ff @(posedge clk_i)
    enable_preload_arr <= apre_i;
  always_ff @(posedge clk_i)
    if (state_ff == CNT_UP || CNT_DOWN)
      cnt_en_ff <= cen_i;
  always_ff @(posedge clk_i or negedge aresetn_i)
    if (~aresetn_i)
      arr_shadow_reg <= {ARR_WIDTH{1'b0}};
    else if ((~dir_i  && (cnt_ff == (arr_shadow_reg - 'b1)) && ~udis_i) || (dir_i && (cnt_ff == ({CNT_WIDTH{1'b0}} + 'b1)) && ~udis_i))
      arr_shadow_reg <= arr_i;
  always_ff @(posedge clk_i or negedge aresetn_i)
    if (~aresetn_i)
      psc_shadow_reg <= {PSC_WIDTH{1'b0}};
    else if ((~dir_i  && (cnt_ff == (arr_shadow_reg - 'b1)) && ~udis_i) || (dir_i && (cnt_ff == ({CNT_WIDTH{1'b0}} + 'b1)) && ~udis_i))
      psc_shadow_reg <= psc_i;
  always_ff @(posedge clk_i)
    if (ug_i)
      uev_o <= 1'b1;
    else if (~dir_i  && (cnt_ff == arr_shadow_reg  ) && ~udis_i)
      uev_o <= 1'b1;
    else if (dir_i && (cnt_ff == {CNT_WIDTH{1'b0}}) && ~udis_i)
      uev_o <= 1'b1;
    else
      uev_o <= 1'b0;
  always_ff @(posedge clk_i or negedge aresetn_i)
    if (~aresetn_i)
      state_ff <= IDLE;
    else
      state_ff <= next;
  always_comb begin
    next = state_ff;
    case (state_ff)
      IDLE    : if      (cen_i && ~dir_i)                next = CNT_UP  ;
                else if (cen_i && dir_i)                 next = CNT_DOWN;
      CNT_UP  : if      (sm_reset_i || overflow)         next = RESET   ;
                else if (~cen_i)                         next = STOP    ;
                else if (cms_i != 2'b00 && overflow)     next = CNT_DOWN;                  
      CNT_DOWN: if      (sm_reset_i || underflow)        next = RESET   ;
                else if (~cen_i)                         next = STOP    ;
                else if (cms_i != 2'b00 && underflow)    next = CNT_UP  ;
      RESET   : if      (dir_i)                          next = CNT_DOWN;
                else if (~dir_i)                         next = CNT_UP  ;
      STOP    : if      ((sm_trig_i || cen_i) && dir_i)  next = CNT_DOWN;
                else if ((sm_trig_i || cen_i) && ~dir_i) next = CNT_UP  ;
    endcase
  end
  always_ff @(posedge clk_i) begin
    if (cnt_en_ff) begin
      case (state_ff)
        IDLE    : cnt_ff <= {CNT_WIDTH{1'b0}};
        CNT_UP  : cnt_ff <= cnt_ff + 'b1;
        CNT_DOWN: cnt_ff <= cnt_ff - 'b1;
        RESET   : cnt_ff <= dir_i ? arr_i : {CNT_WIDTH{1'b0}};
        default : cnt_ff <= cnt_ff;
      endcase
    end
    else begin
      case (state_ff)
        IDLE    : cnt_ff <= {CNT_WIDTH{1'b0}};
        CNT_UP  : cnt_ff <= {CNT_WIDTH{1'b0}};
        CNT_DOWN: cnt_ff <= cnt_i;
        default : cnt_ff <= cnt_ff;
      endcase
    end
  end
  assign overflow  = cnt_ff == arr_shadow_reg;
  assign underflow = cnt_ff == 1'b0          ;
  assign uif_o     = (overflow || underflow) & udis_i;
  assign tif_o     = (state_ff == STOP && sm_trig_i) ;
endmodule

==> run summary <==
flow finished, numbers: simple share 23.4%, Post-DP HPWL 13100 um, CORE AREA about 15000 sq um, Critical Path RT about 6.2 ns, setup TNS 0 ns, WL/cell around 19 um, Syn-to-layout area delta 16.3%, Buffers on Ports 74, clock network fraction of total power between 40% and 50%, Top cells excl fill/tap 73 x clkdlybuf4s50_1, 68 x nand2_1, 58 x xnor2_1, PD cells about 120 nW/um^2, total CTS buffers 9, crit path DAT about 3.1 ns, Main logic family simple AND/OR/NAND/NOR gates, clk slew on worst S/H paths roughly 0.060 ns, vias per cell ~5.7, Synth flops 71, Post-CTS Setup Bufs 0, vias 5365, die height 126 um, H-tree Lvls 3, critical path launch point type flop, post-layout min period ~4.6 ns, Post-Syn Area between 6000 and 7000 sq um, Switch Pwr ~0.18 mW, outcome completed, slowest CP cell or4_1, Mean Syn Cell Area around 8.6 sq um, Commonest Layout Cell clkdlybuf4s50_1, setup ws final between 3 and 4 ns, Reg power frac between 40 and 50%, die width about 130 um, yosys xor share about 14%, largest net degree at the start of global routing 38, Static Leak around 2.8 nW, root buffer cell clkbuf_16, Fillers approximately 1400, layout cells sized above 1 roughly 6.9%, Rows roughly 44, Pre-Repair DR Iteration Count 24, worst-margin pin slew ~0.88 ns, ANT nets after route 0, ys cells about 710, sequential area share after synthesis a little under a third, relative slew slack ~40%, fin. max-slew vios 0, DRC viols 0, Cells after Synth approximately 710, share of total power in combinational logic 5.9%, Max Root-Sink Buffers 2, Largest stage delay, worst path 0.61 ns, crit end category output pin, min-delay worst type flop to flop, first-pass GRT wire length slightly below 30000 um, All-Layer GR Usage approximately a quarter, peak supply drop around 0.000098 V, die area about 16000 sq um, Antenna diodes 0, tool warnings between 40 and 50, adder share 1.02%, chip area in the Yosys report roughly 6100 sq um, CTS-repair resized insts 0, RSZ-0062 raised after global routing false, TritonCTS clock tree built, gpl congestion roughly 0.93, Yosys warning count 34, Init Core Util 41.5%, Place WS about 3.5 ns, clock latency (worst-skew pair) approximately 0.35 ns, max_cap viols 0, area fraction in mux cells roughly 6.6%, crit path cell chain or4_1, or2_2, nor3_1, nand4_1, nor2_1, o21a_1, clkdlybuf4s50_1, internal power just under 0.7 mW, antenna violations before repair 0, Fmax approximately 220 MHz, vias in the first global route ~5300, crit-path max FO 10, # clock sinks 71, 1st-iter DRT viols approximately 430, ys flop type dfrtp_1, global route total overflow 0, hold_buf cts 0, Final period util roughly 60%, Sw Share between 20% and 30%, flip-flops with a built-in enable 32, ys async rst share a little over half, Clock Skews around 0.0079 ns, Unique cell types around 70, ao+oa area frac roughly 14%, critical path class flop to output pin, Ports 129, Hold Violations, Final 0, final WL 17800 um, # setup viols final 0
[cell families (layout without fill, tap and decap cells)]
logic type / after synthesis / count (layout)
AND-OR/OR-AND: 124 / 124
AND/OR/NAND/NOR: 267 / 267
adder cells (fa/ha/maj): 5 / 5
buffers and inverters: 110 / 119
multiplexers: 36 / 36
XOR/XNOR: 97 / 97
other: 1 / 33
flip-flops: 71 / 71
[power by group through the flow]
stage | clock [mW] | sequential [mW] | combinational, mW
after CTS | 0.420 | 0.394 | 0.0513
after global routing | 0.433 | 0.394 | 0.0549
final | 0.411 | 0.394 | 0.0502
[worst max-delay path: cells and delay by family, from the launching register on]
| kind | cells | cell delay (ns) |
|---|---|---|
| DFF | 1 | 0.56 |
| AOI/OAI and AO/OA | 1 | 0.15 |
| buffers and inverters | 1 | 0.45 |
| and+or+nand+nor | 5 | 1.55 |
[through the flow]
stage	std cells	instance area (sq um)	power, mW	hold WS (ns)	utilization, %
after floorplan	743	6240	0.416	0.470	-
after global placement	920	6820	0.452	0.486	46.2
after detailed placement	920	6820	0.452	0.489	46.2
after CTS	936	7120	0.866	0.500	48.2
after global routing	936	7120	0.882	0.516	48.2
final	936	7120	0.855	0.503	48.2
[synth_stat cells, types with 16 or more instances]
cell type | number | area (sq um)
buf_4 | 33 | 248
clkbuf_1 | 55 | 206
nor2_1 | 39 | 146
nand4_1 | 16 | 100
nand3_1 | 19 | 95.1
nor4_1 | 16 | 100
nor3_1 | 30 | 150
nand2_1 | 68 | 255
dfrtp_1 | 36 | 901
mux2_1 | 31 | 349
edfxtp_1 | 32 | 961
o21ai_0 | 31 | 155
xor2_1 | 39 | 342
a21oi_1 | 16 | 80.1
xnor2_1 | 58 | 508
[per-layer routing]
| metal | wire length (um) | up-vias | global-route usage, % |
|---|---|---|---|
| li1 | - | 2596 | - |
| met3 | 1260 | 17 | 5.45 |
| met5 | 0 | - | 0 |
| met4 | 280 | 0 | 3.16 |
| met1 | 8560 | 2566 | 37.3 |
| met2 | 7730 | 186 | 35.8 |
[final timing paths]
path,start,end,slack [ns],depth (start not counted)
worst min register to register,state_ff[0],state_ff[0],0.50,1
worst max-delay path,cnt_ff[6],uif_o,3.09,7
worst max register to register,arr_shadow_reg[2],arr_shadow_reg[0],3.56,9
worst min-delay path,state_ff[0],state_ff[0],0.50,1
min in group asynchronous,aresetn_i,arr_shadow_reg[7],1.27,2
max in group asynchronous,aresetn_i,state_ff[0],6.06,2
[final cells by class]
type	instances	area [sq um]	area share [%]
multi-input cells	562	3760	52.9
flip-flops and latches	71	1930	27.1
repair buffers	89	848	11.9
clock buffers	11	264	3.71
well taps	184	230	3.24
inverters	14	52.6	0.739
clock inverters	5	28.8	0.404
Power and IR drop assume default switching activity.
