<file path="flow/constraint.sdc">
current_design tim_channel

set clk_period 2.8
set clk_io_pct 0.2

create_clock -name clk0 -period $clk_period [get_ports {clk_i}]

set non_clock_inputs [all_inputs -no_clocks]
set_input_delay [expr $clk_period * $clk_io_pct] -clock clk0 $non_clock_inputs
set_output_delay [expr $clk_period * $clk_io_pct] -clock clk0 [all_outputs]
</file>
<file path="flow/run.sh">
#!/bin/bash
# OpenROAD 26Q1-2900-gdf79404cd8, Yosys 0.63+post, stock flow scripts
make -C /OpenROAD-flow-scripts/flow DESIGN_CONFIG=/design/flow/config.mk WORK_HOME=/design/flow/orfs finish
</file>
<file path="flow/config.mk">
export PLATFORM = sky130hd
export DESIGN_NAME = tim_channel
export DESIGN_NICKNAME = tim_channel
export VERILOG_FILES = /design/flow/design.v
export SDC_FILE = /design/flow/constraint.sdc
export NUM_CORES = 4
export LEC_CHECK = 1
export CORE_AREA = 10 10 99 99
export DIE_AREA = 0 0 109 109
</file>
<file path="flow/design.v">
interface axi4lite_intf #(
  parameter ADDR_WIDTH = 32,
  parameter DATA_WIDTH = 32,
  parameter RESP_WIDTH = 1
);
localparam STRB_WIDTH = (DATA_WIDTH + 7) / 8;
logic [ ADDR_WIDTH-1:0 ]  ARADDR;
logic                     ARVALID;
logic                     ARREADY;
logic [ DATA_WIDTH-1:0 ]  RDATA;
logic [ RESP_WIDTH-1:0 ]  RRESP;
logic                     RVALID;
logic                     RREADY;
logic [ ADDR_WIDTH-1:0 ]  AWADDR;
logic                     AWVALID;
logic                     AWREADY;
logic [ DATA_WIDTH-1:0 ]  WDATA;
logic [ STRB_WIDTH-1:0 ]  WSTRB;
logic                     WVALID;
logic                     WREADY;
logic [ RESP_WIDTH-1:0 ]  BRESP;
logic                     BVALID;
logic                     BREADY;
modport slave (
  input ARADDR, ARVALID,       output ARREADY,
  input RREADY,                output RDATA, RRESP, RVALID,
  input AWADDR, AWVALID,       output AWREADY,
  input WDATA, WSTRB, WVALID,  output WREADY,
  input BREADY,                output BRESP, BVALID
);
endinterface
module digital_filter (
  input logic       clk_i    ,
  input logic       a_i      ,
  input logic       aresetn_i,
  input logic [3:0] f_coef_i ,
  output      logic af_o
);
  logic [3:0] cnt_in;
  logic [3:0] cnt_out;
  always_ff @(posedge clk_i or negedge aresetn_i)
    if (~aresetn_i)
      cnt_in <= 'b0;
    else if (cnt_in == f_coef_i)
      cnt_in <= 'b0;
    else if (a_i)
      cnt_in <= cnt_in + 'b1;
  always_ff @(posedge clk_i or negedge aresetn_i)
    if (~aresetn_i)
      cnt_out <= 'b0;
    else if (cnt_in == f_coef_i)
      cnt_out <= f_coef_i;
    else if (cnt_in != f_coef_i)
      cnt_out <= cnt_out - 'b1;
assign af_o = (cnt_out != 'b0);
endmodule
module divider_output (
  input  logic       clk_i    ,
  input  logic       aresetn_i,
  input  logic       cce_i    ,
  input  logic [1:0] icps_i   ,
  output logic       clk_o
);
  logic [3:0] div_cnt;
  logic [3:0] div_value;
  always_comb begin
    case (icps_i)
      2'b00:   div_value = 4'b0;
      2'b01:   div_value = 4'd2;
      2'b10:   div_value = 4'd4;
      2'b11:   div_value = 4'd8;
      default: div_value = 4'd0;
    endcase
  end
  always_ff @(posedge clk_i or negedge aresetn_i)
    if (~aresetn_i)
      div_cnt <= 4'b0;
    else if (div_cnt == div_value)
      div_cnt <= 4'b0;
    else
      div_cnt <= div_cnt + 'b1;
  assign clk_o = cce_i ? ((div_cnt == div_value) ? 1'b1 : 1'b0) : 1'b0;
endmodule
module edge_detector (
  input  logic clk_i      ,
  input  logic aresetn_i  ,
  input  logic a_i        ,
  output logic edge_rise_o,
  output logic edge_fall_o
);
  logic a_ff;
  always_ff @(posedge clk_i or negedge aresetn_i)
    if (~aresetn_i)
      a_ff <= 'b0;
    else
      a_ff <= a_i;
assign edge_rise_o = ~a_ff & a_i;
assign edge_fall_o = ~a_i & a_ff;
endmodule
module fdts_generator (
  input  logic       clk_i    ,
  input  logic       aresetn_i,
  input  logic [1:0] ckd_i    ,
  output logic       clk_dts_o
);
  logic [1:0] cnt;
  always_ff @(posedge clk_i or negedge aresetn_i)
    if (~aresetn_i)
      cnt <= 'b0;
    else if (cnt == ckd_i)
      cnt <= 'b0;
    else
      cnt <= cnt + 'b1;
assign clk_dts_o = (cnt == ckd_i);
endmodule
module output_control (
  input  logic       clk_i              ,
  input  logic       aresetn_i          ,
  input  logic       cnt_equal_ccr_i    ,
  input  logic       dir_i              ,
  input  logic       cnt_less_than_ccr_i,
  input  logic       cnt_more_than_ccr_i,
  input  logic [2:0] ocm_i              ,
  output logic       oc_ref_o
);
  logic oc_ref_ff;
  always_ff @(posedge clk_i or negedge aresetn_i)
    if (~aresetn_i)
      oc_ref_ff <= 1'b0;
    else
      oc_ref_ff <= oc_ref_o;
  always_comb begin
    case (ocm_i)
      3'b000: oc_ref_o = oc_ref_ff;
      3'b001: oc_ref_o = cnt_equal_ccr_i ? 1'b1 : 1'b0;
      3'b010: oc_ref_o = cnt_equal_ccr_i ? 1'b0 : 1'b1;
      3'b011: oc_ref_o = cnt_equal_ccr_i ? ~oc_ref_ff : oc_ref_ff;
      3'b100: oc_ref_o = 1'b0;
      3'b101: oc_ref_o = 1'b1;
      3'b110: oc_ref_o = dir_i ? (cnt_more_than_ccr_i ? 1'b0 : 1'b1) : (cnt_less_than_ccr_i ? 1'b1 : 1'b0);
      3'b111: oc_ref_o = dir_i ? (cnt_more_than_ccr_i ? 1'b1 : 1'b0) : (cnt_less_than_ccr_i ? 1'b0 : 1'b1);
    endcase
  end
endmodule
module tim_channel #(parameter CCR_WIDTH = 32,
                    parameter  CNT_WIDTH = 32) (
  input logic                    clk_i    ,
  input logic                    aresetn_i,
  input logic  [1:0]             ckd_i    ,
  input logic  [3:0]             icf_i    ,
  input logic  [CNT_WIDTH - 1:0] cnt_i    ,        
  input logic  [CCR_WIDTH - 1:0] ccr_i    ,        
  input logic                    uev_i    ,        
  input logic                    ti_i     ,        
  input logic                    trc_i    ,
  input logic  [1:0]             cc1s_i   ,
  input logic  [1:0]             icps_i   ,
  input logic                    cce_i    ,        
  input logic                    dir_i    ,        
  input logic  [2:0]             ocxm_i   ,        
  input logic                    ccg_i    ,
  input logic                    ocxpe_i   ,
  input logic                    ti_neigx_fpx_i ,
  input logic                    cc1p_i   ,
  input logic                    cc1np_i  ,
  output logic                   ti1_fd_o ,
  output logic                   oc_ref_o ,       
  output logic                   ccxif_o  ,
  output logic [CCR_WIDTH - 1:0] ccr_o    ,       
  output logic                   ccxof_o  ,
  output logic                   tixfpx_o ,
  output logic                   ti_o
);
  logic       clk_dts         ;
  logic       tif             ;
  logic [1:0] polarity_sel    ;
  logic       input_mode      ;
  logic       output_mode     ;
  logic       shadow_reg_ccr  ;  
  logic       capture_enable  ;  
  logic       compare_enable  ;  
  logic       ic1ps           ;
  assign input_mode  =   cc1s_i[0] | cc1s_i[1];
  assign output_mode = ~(cc1s_i[0] | cc1s_i[1]);
  assign capture_enable = input_mode & (cce_i | ic1ps & ccg_i);
  assign compare_enable = output_mode & (~ocxpe_i | uev_i);
  always_ff @(posedge clk_i or negedge aresetn_i)
    if (~aresetn_i)
      shadow_reg_ccr <= {CCR_WIDTH{1'b0}};
    else if (capture_enable)   
      shadow_reg_ccr <= cnt_i;
    else if (compare_enable)     
      shadow_reg_ccr <= ccr_i;
  always_ff @(posedge clk_i or negedge aresetn_i)
    if (~aresetn_i)
      ccxif_o <= 1'b0;
    else if (capture_enable)  
      ccxif_o <= 1'b1;
  always_ff @(posedge clk_i or negedge aresetn_i)
    if (~aresetn_i)
      ccxof_o <= 1'b0;
    else if (capture_enable & ccxif_o)  
      ccxof_o <= 1'b1;
  assign ccr_o = shadow_reg_ccr;
  fdts_generator fdts_gen 
  (
    .clk_i    (clk_i    ),
    .aresetn_i(aresetn_i),
    .ckd_i    (ckd_i    ),
    .clk_dts_o(clk_dts  )
  );
  digital_filter i_filt
  (
    .clk_i    (clk_dts  ),
    .aresetn_i(aresetn_i),
    .a_i      (ti_i     ),
    .f_coef_i (icf_i    ),
    .af_o     (tif      )
  );
  logic tif_r;
  logic tif_f;
  edge_detector i_edge
  (
    .clk_i      (clk_i    ),
    .aresetn_i  (aresetn_i),
    .a_i        (tif      ),
    .edge_rise_o(tif_r    ),
    .edge_fall_o(tif_f    )
  );
  assign tixfpx = cc1p_i ? tif_r : tif_f;
  assign polarity_sel = {cc1p_i, cc1np_i};
  logic ic1;
  always_comb begin
    case (cc1s_i)
      2'b00:  ic1 = tixfpx        ;
      2'b01:  ic1 = ti_neigx_fpx_i;
      2'b10:  ic1 = trc_i         ;
      default ic1 = 1'b0          ;
    endcase
  end
  divider_output div_inst
  (
    .clk_i    (ic1      ),
    .aresetn_i(aresetn_i),
    .cce_i    (cce_i    ),
    .icps_i   (icps_i   ),
    .clk_o    (ic1ps    )
  );
  logic cnt_equal_ccr    ;
  logic cnt_less_than_ccr;
  logic cnt_more_than_ccr;
  assign cnt_equal_ccr     = (cnt_i == shadow_reg_ccr);
  assign cnt_less_than_ccr = (cnt_i < shadow_reg_ccr) ;
  assign cnt_more_than_ccr = (cnt_i > shadow_reg_ccr) ;
  output_control i_control_out
  (
    .clk_i              (clk_i            ),
    .aresetn_i          (aresetn_i        ),
    .cnt_equal_ccr_i    (cnt_equal_ccr    ),
    .dir_i              (dir_i            ),
    .cnt_less_than_ccr_i(cnt_less_than_ccr),
    .cnt_more_than_ccr_i(cnt_more_than_ccr),
    .ocm_i              (ocxm_i           ),
    .oc_ref_o           (oc_ref_o         )
  );
  logic oc_ref_p;
  assign oc_ref_p = cc1p_i ? ~oc_ref_o : oc_ref_o;
  assign ti_o     = cce_i  ? oc_ref_p  : 1'b0    ;
endmodule
</file>
==> job_summary.md <==
## Synthesis and layout report

| Metric | Value |
|---|---|
| DP HPWL | `between 2 and 2.5 mm` |
| Slowest cell on the critical path | `mux2_4` |
| Fraction of layout cells with a size suffix above 1 | `about a quarter` |
| Power Density | `~250 mW/mm^2` |
| Crit end category | `output port` |
| Achievable Freq | `about 370 MHz` |
| Hold Vio Cnt, Final | `0` |
| Final worst path period need | `roughly 2700 ps` |
| Drt via density | `2.75` |
| CP bufs+invs | `3` |
| Met2 wire length | `a little under 1 mm` |
| Biggest area cells | `buf_4, dfrtp_1, nor4_1` |
| HP Class | `reg -> reg` |
| RePlAce Congestion | `~0.86` |
| Result of the run | `finished, final reports clean` |
| Max layer used | `met3` |
| Post-DP Area | `about 0.0011 mm^2` |
| Synth Warn # | `9` |
| Total stage count of the critical path | `8` |
| Drt drc | `0` |
| Synth flops | `4` |
| Post-synth EDFFs | `0` |
| Latency at later pin | `210 ps` |
| Unrepaired setup endpoints after global routing | `no` |
| Clk slew on worst S/H paths | `30 ps` |
| Wire per inst | `10.4 um` |
| Fin area | `0.00115 mm^2` |
| Total congestion overflow | `0` |
| Critical Path Sink | `oc_ref_o` |
| Leak Pwr | `0.524 nW` |
| R2R cell count | `6` |
| Rows | `32` |
| Clock Skews | `0.952 ps` |
| ANT nets after route | `0` |
| Area leader share | `a little over two fifths` |
| Met3 routed WL | `between 300 and 400 um` |
| Antenna violations before repair | `0` |
| Yosys top cell by instances | `buf_4` |
| Fin. max-slew vios | `0` |
| Wire length on met1 | `1.14 mm` |
| Total GRT Usage | `between 3 and 4%` |
| Crit path from | `cnt_i[23]` |
| Distinct cells, synth | `23` |
| Number of cells in Yosys stat | `79` |
| Max cap viols | `0` |
| Sink Count | `4` |
| RR Endpoint | `i_control_out.oc_ref_ff` |
| Worst vdd ir | `between 0.0001 and 0.00015 V` |
| Reg2reg start | `shadow_reg_ccr` |
| Worst path arrival time | `between 2000 and 2500 ps` |
| Asr flop ratio synth | `100%` |
| Initial drt markers | `18` |
| PnR Total Power | `between 0.2 and 0.3 mW` |
| R2R setup slack | `1240 ps` |
| Port Buf Inserts | `49` |
| Io pins | `between 100 and 150` |
| DIE AREA | `between 0.01 and 0.015 mm^2` |
| Dominant Register Cell | `dfrtp_1` |
| OpenROAD warnings | `69` |
| CP Launch Type | `input pin` |
| CP cell instances | `clkdlybuf4s15_1, nor4_2, nand4_1, nor2_2, mux2_4, a21oi_4, buf_4, dlygate4sd2_1` |
| Synth area leader | `buf_4` |
| Final setup violation count | `0` |
| Fillers | `around 870` |
| Mapped Avg Cell Area | `around 7.6 um^2` |
| Netlist Area Pre-Place | `about 600 um^2` |
| Worst-path fanout max | `2` |
| Total CTS buffers | `3` |
| Core box area | `approximately 0.0077 mm^2` |
| Synth Instances | `between 70 and 80` |
| Yosys stat area | `about 600 um^2` |
| Area delta synth->final | `92.1%` |
| Die H | `~110 um` |
| WL final | `2.45 mm` |
| Sequential area share after synthesis | `between 10% and 20%` |
| Root buf cell | `clkbuf_8` |
| Via count | `around 640` |
| Largest net degree at the start of global routing | `7` |
| Init Core Util | `~7.8%` |
| Critical path's top delay family | `simple AND/OR/NAND/NOR gates` |
| DR pass1 iterations | `2` |
| Setup Crit Path Kind | `in -> out` |
| Max clock buf depth | `2` |
| Worst path required time | `around 2200 ps` |
| Global-route wire length before repair | `around 3.5 mm` |
| Synth top cells by count | `buf_4, nor4_1, nand2_1` |
| Final period util | `between 90% and 100%` |
| CP max stage delay | `between 300 and 400 ps` |
| # diodes | `0` |
| Vias in the first global route | `~700` |
| Die x size | `109 um` |
| H-tree Lvls | `1` |
| CTS tree | `built` |
cell type report:
class                           instances  area (um^2)  share of cell area, %
Sequential cell                         4          100                   8.68
Timing Repair Buffer                   52          444                   38.5
Tap cell                              102          128                   11.1
Clock buffer                            3         41.3                   3.58
Inverter                                4         15.0                   1.30
Multi-Input combinational cell         69          425                   36.9
per-layer routing:
| metal | vias to the layer above | global-route usage (%) |
|---|---|---|
| li1 | 316 | - |
| met1 | 266 | 4.99 |
| met2 | 61 | 5.27 |
| met3 | 0 | 1.97 |
| met4 | 0 | 0.282 |
| met5 | - | 0 |
worst register-to-register path, stage by stage (launching register included):
cell     delay [ps]
dfrtp_1         420
ha_4            300
and4b_1         170
a31oi_1          40
mux2_4          280
a21oi_4         160
buf_4           130
cells by family (layout without fill, tap and decap cells):
group | count (synthesis) | count (layout) | share of synthesized area, %
buf+inv | 38 | 59 | 45.0
mux | 2 | 2 | 3.54
compound gates | 11 | 11 | 12.1
fa+ha+maj | 1 | 1 | 2.08
other cells | 1 | 33 | 0.624
simple gates | 22 | 22 | 20.0
flops | 4 | 4 | 16.7
cell usage in the layout (no fill, tap or decap):
cell type / count
a31oi_1: 3
nand2b_1: 1
and4b_1: 1
nand2_1: 5
nor4_1: 1
mux2i_1: 1
clkdlybuf4s15_1: 11
a21oi_1: 1
dfrtp_1: 4
ha_4: 1
a21oi_4: 1
a221oi_1: 1
inv_2: 1
inv_1: 3
nor3_2: 1
nor2b_1: 1
a21o_1: 1
o21ai_0: 2
dlygate4sd2_1: 11
clkdlybuf4s50_1: 13
clkbuf_2: 11
nand4_1: 2
mux2_4: 1
nor2_2: 1
o21bai_1: 1
o22ai_1: 1
dlymetal6s2s_1: 2
buf_4: 3
conb_1: 33
buf_2: 1
nor2_1: 2
nor4_2: 7
clkbuf_8: 3
metrics by stage:
stage / hold WS, ps / util, % / setup slack [ps] / instances / setup TNS [ps]
6_report: 468 / 14.9 / 124 / 234 / 0
5_1_grt: 503 / 14.9 / 8.05 / 234 / 0
4_1_cts: 476 / 15.2 / 8.38 / 235 / 0
3_5_place_dp: 466 / 14.3 / -615 / 231 / -1180
3_3_place_gp: 454 / 14.3 / -620 / 231 / -1190
2_1_floorplan: 264 / - / 566 / 111 / 0
how the worst min path moves through the flow:
stage / from / endpoint / slack, ps / cells after the start
CTS: ccxof_o / ccxof_o / 480 / 1
global route: ccxof_o / ccxof_o / 500 / 1
finish: ccxof_o / ccxof_o / 470 / 1
sequential cells by signal, summed over array words and instances, names as in the netlist:
| name | cells |
|---|---|
| ccxif_o | 1 |
| ccxof_o | 1 |
| i_control_out.oc_ref_ff | 1 |
| shadow_reg_ccr | 1 |
power breakdown:
part	total [mW]	switching (mW)	internal, mW	leakage [nW]
Combinational	0.106	0.0390	0.0669	0.463
Clock	0.117	0.0258	0.0913	0.0216
Sequential	0.0667	0.00445	0.0623	0.0401
Total	0.290	0.0692	0.220	0.524
what timing repair did:
action                     in CTS  in global routing
buffers inserted                1                  0
hold buffers                    0                  0
setup endpoints to repair       2                  2
gates resized                  54                 31
pin swaps                      12                 11
No activity file was given, so power comes from the tool's default toggle rates.
